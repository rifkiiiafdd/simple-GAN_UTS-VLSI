==> flow/design.v <==
module gan_v3 #(parameter WIDTH=32)
(
    input wire clk,
    input wire rst,
    input wire signed [WIDTH-1:0] data_in,
    input wire [7:0] addr,
    input wire we,
    input wire start,
    output reg signed [WIDTH-1:0] data_out,
    output reg data_valid
);
    reg signed [WIDTH-1:0] X1, X2, X3, X4;
    reg signed [WIDTH-1:0] Y [0:3];
    reg signed [WIDTH-1:0] W1, W2, W3, W4;
    reg signed [WIDTH-1:0] B;
    reg signed [WIDTH-1:0] mult_result [0:3];
    reg [2:0] y_key;
    reg [4:0] neuron_key;
    reg [2:0] output_key;
    reg signed [WIDTH-1:0] temp, temp_add1, temp_add2;
     parameter n_x = 4;
    parameter n_w = 54;
    parameter n_b = 19;
    reg signed [WIDTH-1:0] x [0: n_x-1];
    reg signed [WIDTH-1:0] w [0: n_w-1];
    reg signed [WIDTH-1:0] b [0: n_b-1];
    reg done_loading;
    reg [3:0] STATE;
    parameter LOAD_DATA = 4'b0001, ASSIGN   = 4'b0010,
              MULTIPLY = 4'b0011, ADD_1      = 4'b0111, ADD_2      = 4'b1000,
                ADD_BIAS = 4'b0100, RELU       = 4'b0101, FINISH     = 4'b0110;
    always @(posedge clk ) begin
    if (rst) begin
        X1 <= 0; X2 <= 0; X3 <= 0; X4 <= 0;
        Y[0] <= 0; Y[1] <= 0; Y[2] <= 0; Y[3] <= 0;
        W1 <= 0; W2 <= 0; W3 <= 0; W4 <= 0;
        B <= 0;
        done_loading <= 1'b0;
        STATE <= LOAD_DATA;
    end  
    else begin
        case (STATE)
            LOAD_DATA : begin
                if (we) begin
                    if (addr < n_x) begin
                        x[addr] <= data_in;
                    end  
                    else if (addr < n_x + n_w) begin
                        w[addr - n_x] <= data_in;
                    end  
                    else if (addr < n_x + n_w + n_b ) begin
                        b[addr - n_x - n_w] <= data_in;
                    end  
                    if (addr == n_x + n_w + n_b - 1) begin
                        STATE <= ASSIGN;
                        done_loading <= 1'b1;
                        neuron_key <= 0;
                    end
                end  
            end  
            ASSIGN : begin
                case (neuron_key) 
                    0: begin
                        X1 <= x[0];
                        X2 <= x[1];
                        X3 <= x[2];
                        X4 <= x[3];
                        W1 <= w[0];
                        W2 <= w[1];
                        W3 <= w[2];
                        W4 <= w[3];
                        B  <= b[0];
                        y_key <= 0;
                        neuron_key <= neuron_key + 1;
                    end  
                    1: begin
                        W1 <= w[4];
                        W2 <= w[5];
                        W3 <= w[6];
                        W4 <= w[7];
                        B  <= b[1];
                        y_key <= 1;
                        neuron_key <= neuron_key + 1;
                    end  
                    2: begin
                        W1 <= w[8];
                        W2 <= w[9];
                        W3 <= w[10];
                        W4 <= w[11];
                        B  <= b[2];
                        y_key <= 2;
                        neuron_key <= neuron_key + 1;
                    end  
                    3: begin
                        W1 <= w[12];
                        W2 <= w[13];
                        W3 <= w[14];
                        W4 <= w[15];
                        B  <= b[3];
                        y_key <= 3;
                        STATE <= MULTIPLY;
                        neuron_key <= neuron_key + 1;
                    end  
                    4 : begin 
                        X1 <= Y[0];
                        X2 <= Y[1];
                        X3 <= Y[2];
                        X4 <= Y[3];
                        W1 <= w[16];
                        W2 <= w[17];
                        W3 <= w[18];
                        W4 <= w[19];
                        B  <= b[4];
                        y_key <= 0;
                        neuron_key <= neuron_key + 1;
                    end  
                    5 : begin 
                        W1 <= w[20];
                        W2 <= w[21];
                        W3 <= w[22];
                        W4 <= w[23];
                        B  <= b[5];
                        y_key <= 1;
                        neuron_key <= neuron_key + 1;
                    end  
                    6 : begin
                        X1 <= Y[0];
                        X2 <= Y[1];
                        X3 <= 0;
                        X4 <= 0;
                        W1 <= w[24];
                        W2 <= w[25];
                        W3 <= 0;
                        W4 <= 0;
                        B  <= b[6];
                        y_key <= 0;
                        neuron_key <= neuron_key + 1;
                    end  
                    7 : begin
                        X1 <= Y[0];
                        X2 <= 0;
                        X3 <= 0;
                        X4 <= 0;
                        W1 <= w[26];
                        W2 <= 0;
                        W3 <= 0;
                        W4 <= 0;
                        B  <= b[7];
                        y_key <= 0;
                        neuron_key <= neuron_key + 1;
                    end  
                    8 : begin
                        X1 <= Y[0];
                        X2 <= 0;
                        X3 <= 0;
                        X4 <= 0;
                        W1 <= w[27];
                        W2 <= 0;
                        W3 <= 0;
                        W4 <= 0;
                        B  <= b[8];
                        y_key <= 0;
                        neuron_key <= neuron_key + 1;
                    end  
                    9 : begin
                        X1 <= Y[0];
                        X2 <= 0;
                        X3 <= 0;
                        X4 <= 0;
                        W1 <= w[28];
                        W2 <= 0;
                        W3 <= 0;
                        W4 <= 0;
                        B  <= b[9];
                        y_key <= 0;
                        neuron_key <= neuron_key + 1;
                    end  
                    10 : begin
                        W1 <= w[29];
                        W2 <= 0;
                        W3 <= 0;
                        W4 <= 0;
                        B  <= b[10];
                        y_key <= 1;
                        neuron_key <= neuron_key + 1;
                    end  
                    11 : begin
                        X1 <= Y[0];
                        X2 <= Y[1];
                        X3 <= 0;
                        X4 <= 0;
                        W1 <= w[30];
                        W2 <= w[31];
                        W3 <= 0;
                        W4 <= 0;
                        B  <= b[11];
                        y_key <= 0;
                        neuron_key <= neuron_key + 1;
                    end  
                    12 : begin
                        W1 <= w[32];
                        W2 <= w[33];
                        W3 <= 0;
                        W4 <= 0;
                        B  <= b[12];
                        y_key <= 1;
                        neuron_key <= neuron_key + 1;
                    end  
                    13 : begin
                        W1 <= w[34];
                        W2 <= w[35];
                        W3 <= 0;
                        W4 <= 0;
                        B  <= b[13];
                        y_key <= 2;
                        neuron_key <= neuron_key + 1;
                    end  
                    14 : begin
                        W1 <= w[36];
                        W2 <= w[37];
                        W3 <= 0;
                        W4 <= 0;
                        B  <= b[14];
                        y_key <= 3;
                        neuron_key <= neuron_key + 1;
                    end  
                    15 : begin
                        X1 <= Y[0];
                        X2 <= Y[1];
                        X3 <= Y[2];
                        X4 <= Y[3];
                        W1 <= w[38];
                        W2 <= w[39];
                        W3 <= w[40];
                        W4 <= w[41];
                        B  <= b[15];
                        y_key <= 0;
                        neuron_key <= neuron_key + 1;
                    end  
                    16 : begin
                        W1 <= w[42];
                        W2 <= w[43];
                        W3 <= w[44];
                        W4 <= w[45];
                        B  <= b[16];
                        y_key <= 1;
                        neuron_key <= neuron_key + 1;
                    end  
                    17 : begin
                        W1 <= w[46];
                        W2 <= w[47];
                        W3 <= w[48];
                        W4 <= w[49];
                        B  <= b[17];
                        y_key <= 2;
                        neuron_key <= neuron_key + 1;
                    end  
                    18 : begin
                        W1 <= w[50];
                        W2 <= w[51];
                        W3 <= w[52];
                        W4 <= w[53];
                        B  <= b[18];
                        y_key <= 3;
                        neuron_key <= neuron_key + 1;
                    end  
                    default: ;
                endcase  
                STATE <= MULTIPLY;
                end  
            MULTIPLY : begin
                mult_result[0] <= X1*W1;
                mult_result[1] <= X2*W2;
                mult_result[2] <= X3*W3;
                mult_result[3] <= X4*W4;
                STATE <= ADD_1;
            end  
            ADD_1 : begin
                temp_add1 <= mult_result[0] + mult_result[1];
                temp_add2 <= mult_result[2] + mult_result[3];
                STATE <= ADD_2;
            end  
            ADD_2 : begin
                Y[y_key] <= temp_add1 + temp_add2;
                STATE <= ADD_BIAS;
            end  
            ADD_BIAS : begin
                Y[y_key] <= Y[y_key] + B;
                STATE <= RELU;
            end  
            RELU : begin
                temp = Y[y_key];
                if (temp < 0)
                    Y[y_key] <= 0;
                else
                    Y[y_key] <= temp;
                if (neuron_key < 19) begin
                    STATE <= ASSIGN;
                end else begin
                    STATE <= FINISH;
                    output_key <= 0;
                end
            end  
            FINISH : begin
                case (output_key)
                    0: begin
                        data_out <= Y[0];
                        output_key <= output_key + 1;
                    end
                    1: begin
                        data_out <= Y[1];
                        output_key <= output_key + 1;
                    end
                    2: begin
                        data_out <= Y[2];
                        output_key <= output_key + 1;
                    end
                    3: begin
                        data_out <= Y[3];
                        output_key <= output_key + 1;
                        data_valid <= 1'b1;
                    end
                    default: ;
                endcase  
            end  
            default: ;
        endcase  
    end  
    end  
endmodule
==> flow/run.sh <==
#!/bin/bash
# OpenROAD 26Q1-2900-gdf79404cd8, Yosys 0.63+post, stock flow scripts
make -C /OpenROAD-flow-scripts/flow DESIGN_CONFIG=/design/flow/config.mk WORK_HOME=/design/flow/orfs finish
==> flow/config.mk <==
export PLATFORM = sky130hd
export DESIGN_NAME = gan_v3
export DESIGN_NICKNAME = gan_v3
export VERILOG_FILES = /design/flow/design.v
export SDC_FILE = /design/flow/constraint.sdc
export NUM_CORES = 4
export LEC_CHECK = 1
export CORE_UTILIZATION = 50
==> flow/constraint.sdc <==
current_design gan_v3

set clk_period 24.2
set clk_io_pct 0.2

create_clock -name clk0 -period $clk_period [get_ports {clk}]

set non_clock_inputs [all_inputs -no_clocks]
set_input_delay [expr $clk_period * $clk_io_pct] -clock clk0 $non_clock_inputs
set_output_delay [expr $clk_period * $clk_io_pct] -clock clk0 [all_outputs]
==> load_flow_metrics.sql <==
-- metrics for the results database
INSERT INTO impl_metrics (metric_group, metric, value, unit) VALUES
('logic_synthesis', 'synth_cell_types', '89', ''),
('die', 'io_pins', '77', ''),
('clock_network', 'cts_tree', 'built', ''),
('finish', 'layout_top_cell', 'edfxtp_1', ''),
('clock_network', 'cts.reportedPaths.clkPinSlew', '0.06', 'ns'),
('die', 'die_w', '606', 'um'),
('logic_synthesis', 'syn_area_per_cell', '12.7', 'um2'),
('pwr', 'ir_worst_vdd', '68.7', 'uV'),
('critical_path', 'worstPathArrival', '9.01', 'ns'),
('logic_synthesis', 'postSynth.topFlopCell', 'edfxtp_1', ''),
('timing', 'hold-worst-slack', '0.456', 'ns'),
('logic_synthesis', 'yosys_warnings', '2', ''),
('critical_path', 'critical_path_required', '24.83', 'ns'),
('clock_network', 'clock_insertion_delay_worst_skew', '0.95', 'ns'),
('global_routing', 'global_route_wire_length_before_repair', '807000', 'um'),
('global_routing', 'grt_pass1_vias', '124000', ''),
('global_routing', 'global_route.overflow_total', '0', ''),
('detailed_routing', 'drt_first_iter_violations', '7571', ''),
('detailed_routing', 'vias_per_cell', '5.89', ''),
('critical_path', 'top_cell_family_by_delay_on_the_critical_path', 'adder cells', ''),
('place', 'place_inst', '18900', ''),
('die', 'fp_util', '50.3', '%'),
('timing', 'timing.clock.skew', '0.0780', 'ns'),
('timing', 'grt_setup_unrepaired', 'no', ''),
('global_routing', 'grt_util_all_layers', '33.5', '%'),
('critical_path', 'critical_path_class', 'reg -> reg', ''),
('finish', 'stdcell_count', '19500', ''),
('detailed_routing', '1st_pass_router_iterations', '9', ''),
('timing', 'setup_tns_after_final_layout', '0', 'ns'),
('clock_network', 'tritoncts_num_sinks', '3124', ''),
('global_routing', 'largest_net_degree_at_the_start_of_global_routing', '108', ''),
('timing', 'final-hold-violation-count', '0', ''),
('critical_path', 'worst_setup_path_start_kind', 'flip-flop', ''),
('logic_synthesis', 'yosys.stat.seqShare', '49.8', '%'),
('logic_synthesis', 'synth_largest_type_area_fraction', '46.5', '%'),
('critical_path', 'path_max_fanout', '17', ''),
('pwr', 'power.density', '54.8', 'nW/um2'),
('clock_network', 'cts.root.buffer_cell', 'clkbuf_16', ''),
('timing', 'max_slew_margin', '14.5', '%'),
('timing', 'worst-slew-pin-transition', '1.28', 'ns'),
('logic_synthesis', 'netlist_top_cells_area', 'edfxtp_1 47%, fa_1 18%, ha_1 5.1%, and2_1 4.3%, inv_1 3.8%', ''),
('run_status', 'outcome', 'finished, final reports clean', ''),
('clock_network', 'cts.path.max_buffers', '4', ''),
('logic_synthesis', 'mappedNetlistArea', '182000', 'um2'),
('timing', 'fmaxAchievable', '119', 'MHz'),
('clock_network', 'h_tree_depth', '5', ''),
('timing', 'fin_crit_sh', '34.6', '%'),
('worst_hold_path', 'min_path_type', 'reg -> reg', ''),
('detailed_routing', 'avgRoutedWirePerCell', '28.1', 'um'),
('logic_synthesis', 'postSynth.asyncResetShare', '0', '%'),
('finish', 'final_area', '200000', 'um2'),
('critical_path', 'cp.buffers_inverters', '5', ''),
('logic_synthesis', 'syn_inst', '14400', ''),
('clock_network', 'post_cts_hold_buffer_count', '0', ''),
('finish', 'flow.area_growth_from_synthesis', '9.93', '%'),
('timing', 'finalMaxSlewViolations', '0', ''),
('logic_synthesis', 'synth.yosys.num_cells', '14400', ''),
('job', 'tool_warnings', '40', ''),
('detailed_routing', 'drc', '0', ''),
('job', 'maxCapViolCount', '0', ''),
('finish', 'final_layout_size_suffix_gt1_share', '7.65', '%'),
('clock_network', 'tritoncts.num_buffers', '328', ''),
('logic_synthesis', 'ys.flops', '3124', ''),
('clock_network', 'post_cts.resized_instances', '0', ''),
('pwr', 'fin_total_pwr', '11000', 'uW'),
('critical_path', 'worst_path_largest_cell_delay', '0.61', 'ns'),
('logic_synthesis', 'yosysChipArea', '182000', 'um2'),
('detailed_routing', 'ant_nets', '0', ''),
('place', 'gp_congestion', '0.961', ''),
('die', 'core', '363000', 'um2'),
('logic_synthesis', 'flip_flops_with_a_built_in_enable', '2826', '');
## final timing paths
| check | from | to | depth (start not counted) | slack [ns] |
|---|---|---|---|---|
| worst max-delay path | W3[7] | mult_result[2][28] | 25 | 15.82 |
| worst min-delay path | W1[2] | W1[2] | 2 | 0.46 |
| worst max register to register | W3[7] | mult_result[2][28] | 25 | 15.82 |
| worst min register to register | W1[2] | W1[2] | 2 | 0.46 |
## metrics by stage
stage	util [%]	worst slack [ns]
floorplan	-	12.44
global placement	52.3	15.64
detailed placement	52.3	15.57
CTS	55.2	15.85
global route	55.2	15.38
finish	55.3	15.82
## layer usage
layer,up-vias,wire length (um),share of wire [%],global-route usage [%]
met5,-,1790,0.33,3.70
met4,64,24300,4.5,11.0
met3,1039,95200,17,25.1
met2,6954,238000,44,45.8
met1,56500,187000,34,42.9
li1,50000,-,-,-
## kinds of logic after synthesis
group,share of synthesized area [%]
flops,49.8
mux,0.650
fa+ha+maj,23.0
buf+inv,5.54
simple gates,9.82
other cells,0.00206
compound gates,8.93
xor+xnor,2.22
## worst min-delay path: stages, from the launching register on
cell and delay (ns):
dfxtp_1 0.31, nand2_1 0.05, a21oi_1 0.05
## report_power, final
group          switching [uW]  internal [uW]
Clock                    2110           2820
Combinational             145           23.2
Sequential               12.2           5880
Total                    2270           8720
## state kept, by name, indices dropped and copies added, names as in the netlist, named ones only
signal       cells
X1              32
neuron_key       5
W1              32
W4              32
x              128
Y              128
W2              32
w             1728
temp_add2       32
X4              32
B               32
data_out        32
y_key            2
output_key       3
temp_add1       32
b              608
STATE            8
X3              32
W3              32
mult_result    128
X2              32
## cell type report
type                       instances  area, um2
sequential                      3124      90800
multi-input combinational       8612      82200
inverter                        1826       6850
clock buffer                     413       8870
antenna                           16       40.0
clock inverter                   178       1670
tap                             4794       6000
timing repair buffer             503       4000
fill                           28500     162000
## Yosys cell counts (26+ instances only)
cell type,count
dfxtp_1,298
and3_1,52
a22oi_1,262
clkbuf_1,724
xor2_1,109
inv_1,1825
nand2_1,1111
a22o_1,285
a21oi_1,343
o21ai_0,132
o21bai_1,26
nor3_1,197
a21o_1,103
and2_1,1264
nor2_1,533
a222oi_1,230
a211oi_1,127
nand2b_1,34
buf_2,58
nand3_1,172
nand4_1,106
nor2b_1,43
o221ai_1,64
mux2i_1,43
edfxtp_1,2826
xnor2_1,353
ha_1,740
o21a_1,44
a221oi_1,326
mux4_2,31
buf_1,30
fa_1,1636
Power is estimated from default activity; no workload was simulated.
